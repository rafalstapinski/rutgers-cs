**flow/config.mk**
```make
export PLATFORM = sky130hd
export DESIGN_NAME = fifo
export DESIGN_NICKNAME = fifo
export VERILOG_FILES = /design/flow/design.v
export SDC_FILE = /design/flow/constraint.sdc
export NUM_CORES = 4
export LEC_CHECK = 1
export CORE_UTILIZATION = 40
```
**flow/constraint.sdc**
```tcl
current_design fifo

set clk_period 26.3
set clk_io_pct 0.2

create_clock -name clk0 -period $clk_period [get_ports {clk}]

set non_clock_inputs [all_inputs -no_clocks]
set_input_delay [expr $clk_period * $clk_io_pct] -clock clk0 $non_clock_inputs
set_output_delay [expr $clk_period * $clk_io_pct] -clock clk0 [all_outputs]
```
**flow/design.v**
```verilog
module fifo( clk, srst, din, dout, wr_en, rd_en, empty, full);
input                 srst, clk, wr_en, rd_en;
input [7:0]           din;
output[7:0]           dout;
output                empty, full;
reg[7:0]              dout;
reg                   empty, full;
reg[8 :0]    fifo_counter;
reg[8 -1:0]  rd_ptr, wr_ptr;            
reg[7:0]              buf_mem[( 1<<8 ) -1 : 0];  
reg[31:0]             lfsr = 987654321;
reg[1:0]              shifted = 0;
reg[7:0]              delay = 2;
reg[7:0]              delay_cap = 7;
reg[7:0]              packet_size = 2;
reg[7:0]              packet_counter = 2;
reg[7:0]              multiplier = 1;
always @(fifo_counter) begin
   empty = (fifo_counter == 0);
   full = (fifo_counter == ( 1<<8 ));
end
always @(posedge clk or posedge srst) begin
  if (srst) begin
    fifo_counter <= 0;
  end else if( (!full && wr_en) && ( !empty && rd_en ) ) begin
    fifo_counter <= fifo_counter;
  end else if( !full && wr_en ) begin
    fifo_counter <= fifo_counter + 1;
  end else if( !empty && rd_en && delay == 0 ) begin
    fifo_counter <= fifo_counter - 1;
  end else begin
    fifo_counter <= fifo_counter;
  end
end
always @(posedge clk or posedge srst) begin
  if (srst) begin
    packet_size <= packet_size;
    lfsr <= lfsr;
    shifted <= 0;
    delay <= delay;
    dout <= 0;
  end else begin
    if( rd_en && !empty ) begin
      if (shifted == 1) begin
        packet_counter <= packet_counter;
        multiplier <= multiplier;
        lfsr[0] <= lfsr[1] ^ lfsr[13] ^ lfsr[0] ^ 1;
        shifted <= 0;
        delay <= delay;
        dout <= dout;
      end else begin
        lfsr <= lfsr;
        shifted <= shifted;
        delay <= delay;
        dout <= dout;
      end
      if (delay == 0) begin
        lfsr <= lfsr << 1;
        shifted <= 1;
        if (packet_counter == 0) begin
          packet_counter <= packet_size;
          multiplier <= 5;
        end else begin
          packet_counter <= packet_counter;
          multiplier <= multiplier;
        end
        packet_counter <= packet_counter - 1;
        delay <= lfsr & delay_cap * multiplier;
        dout <= buf_mem[rd_ptr];
      end else begin
        packet_counter <= packet_counter;
        multiplier <= multiplier;
        lfsr[31] <= lfsr[0];
        shifted <= 0;
        delay <= delay - 1;
        dout <= 0;
      end
    end else begin
      packet_counter <= packet_counter;
      multiplier <= multiplier;
      lfsr <= lfsr;
      shifted <= shifted;
      delay <= delay;
      dout <= 0;
    end
  end
end
always @(posedge clk) begin
  if( wr_en && !full ) begin
    buf_mem[ wr_ptr ] <= din;
  end else begin
    buf_mem[ wr_ptr ] <= buf_mem[ wr_ptr ];
  end
end
always @(posedge clk or posedge srst) begin
  if( srst ) begin
    wr_ptr <= 0;
    rd_ptr <= 0;
   end else begin
    if( !full && wr_en ) begin
      wr_ptr <= wr_ptr + 1;
    end else begin
      wr_ptr <= wr_ptr;
    end
    if( !empty && rd_en && delay == 0 ) begin
      rd_ptr <= rd_ptr + 1;
    end else begin
      rd_ptr <= rd_ptr;
    end
  end
end
endmodule
```
**flow/run.sh**
```bash
#!/bin/bash
# OpenROAD 26Q1-2900-gdf79404cd8, Yosys 0.63+post, stock flow scripts
make -C /OpenROAD-flow-scripts/flow DESIGN_CONFIG=/design/flow/config.mk WORK_HOME=/design/flow/orfs finish
```
==> run notes <==
impl run done, here's what came out: status=finished, final reports clean, Crit Path Class=in2reg, total chip power=7.005 mW, number of core rows=167, Worst Setup EP=buf_mem[180][3], top cells by area=edfxtp_1 (75%), mux4_2 (8.4%), mux4_1 (3.7%), fin cells=approximately 7200, hold depth=0, max-cap violations=0, placed inst area=86650 µm², clk_skew=70.10 ps, Setup crit start=wr_en, ys flop type=edfxtp_1, # IOs=22, Clock power frac=roughly 41%, Yosys top cell by area=edfxtp_1, CP Launch Type=primary input, GP Congestion=slightly below 1, Cells after DPL=around 6800, core area=around 210000 µm², final instance area=between 90000 and 100000 µm², initial antenna violation count=4, vias in the first global route=around 45000, Hold Path Class=reg2reg, Reg clk slew, reported paths=60 ps, post-synth area from yosys stat=approximately 84000 µm², combinational power share=under 10%, Ys Warns=1, initial DRC count=~2800, Tmin final=8006 ps, DP Worst Slack=roughly 18000 ps, number of remaining DRC errors=0, Max Slew Vio Count=0, DR vias=between 40000 and 50000, CTS hold repair buffers=0, Critical Path RT=26760 ps, Flop pwr share=between 50% and 60%, Sum Neg Setup Slack=0 ps, final WL=~220 mm, Max Freq=~120 MHz, Setup Buffers After CTS=0, Synth Instances=4052, Pwr Density=75.03 nW/µm², final setup margin=between 15000 and 20000 ps, static leakage=about 28 nW, layout cells sized above 1=between 10% and 20%, RSZ-0062 raised after global routing=false, vias per cell=5.725, Sw Pwr=1.539 mW, DP HPWL=roughly 140 mm, #FFs+latches synth=approximately 2100, Worst Path Arrival=approximately 8500 ps, R2R Path End=dout[1], area grow syn2layout=11.68%, largest net degree at the start of global routing=approximately 100, Cell Type Count=about 84, GRT Util Overall=around a quarter, Clock Sinks=2113, Fin. Hold Viols=0, internal power=5.466 mW, # Cells Yosys=4052, fp util=40.33%, total grt overflow=0, Top-area cell share=74.68%, Late-Pin Clk Latency=870 ps, die height=459.1 µm, Slew HR=about 18%, Seq share, synth=roughly three quarters, wire per inst=just over 30 µm, Mapped Area=~84000 µm², CTS Buf Count=between 200 and 250, top fanout value on the critical path=23, count of library flops with an enable pin=2079, Post-synth ARST share=1.609%, worst r2r src=rd_ptr[0], reg2reg setup slack=approximately 21000 ps, Clock Tree Buf Depth=3, Die Area=between 200000 and 250000 µm², worst-margin pin slew=between 1000 and 1500 ps, htree depth=4, Die W=459.1 µm, CTS tree=built, switching share of power=between 20% and 30%, Final period util=between 30 and 40%, root buf cell=clkbuf_16, first-pass GRT wire length=about 320 mm, CP Capture Type=register, final setup vio count=0, Avg Inst Size Synth=roughly 21 µm², FILL cells=approximately 17000, Post-DRT Antenna Nets=0, OpenROAD warning count=33, drt pass-1 iters=5, R2R depth=12, post_cts resized=0, worst vdd ir=0.06632 mV, Buffers on Ports=21
## cells in the mapped netlist (all sizes together), types with 6 or more instances
master / instances
a2111oi: 17
a211oi: 45
a21oi: 61
a22o: 9
a22oi: 30
a31oi: 13
buf: 141
clkbuf: 103
dfrtp: 34
edfxtp: 2079
ha: 15
inv: 19
mux2: 59
mux2i: 194
mux4: 428
nand2: 87
nand2b: 10
nand3: 39
nand3b: 6
nand4: 8
nor2: 326
nor2b: 18
nor3: 35
nor4: 10
o211ai: 7
o21ai: 38
o221ai: 28
o22ai: 86
o31ai: 7
xnor2: 21
xor2: 12
## critical path, cell delays in order
cell             delay, ps
clkdlybuf4s50_1        470
nand2_1                240
inv_1                  140
buf_4                  360
nand3_2                750
buf_4                  600
nor2_1                 610
## how the worst min path moves through the flow
stage	slack (ps)	endpoint	from
4_1_cts	420	lfsr[10]	lfsr[9]
5_1_grt	420	lfsr[10]	lfsr[9]
6_report	420	lfsr[10]	lfsr[9]
## layer usage
layer	share of wire, %	routed length [µm]	global-route usage, %	up-vias
met5	0.22	494	2.319	-
met1	32	71250	27.82	20520
met3	18	39730	18.66	441
met4	4.8	10740	8.253	16
met2	45	100600	32.86	2856
li1	-	-	-	17120
## cells in the final DEF, fill, tap and decap left out, types with 30 or more instances in the layout
| cell | count |
|---|---|
| nand2_1 | 87 |
| clkbuf_1 | 45 |
| o22ai_1 | 86 |
| nor2_1 | 324 |
| mux2i_1 | 194 |
| clkinv_1 | 55 |
| edfxtp_1 | 2079 |
| a22oi_1 | 30 |
| a211oi_1 | 44 |
| mux4_2 | 311 |
| buf_4 | 143 |
| mux4_1 | 117 |
| o21ai_0 | 36 |
| a21oi_1 | 61 |
| nor3_1 | 33 |
| mux2_2 | 59 |
| clkbuf_16 | 209 |
| clkinv_2 | 31 |
## power groups by stage
stage	sequential [mW]	clock (mW)	combinational, mW
after CTS	3.77	2.94	0.344
after global routing	3.77	3.07	0.370
final	3.77	2.89	0.346
## metrics by stage
stage	hold WS (ps)	utilization [%]
6_report	418.5	45.04
5_1_grt	421.8	45.04
4_1_cts	419.5	45.03
3_5_place_dp	404.5	41.80
3_3_place_gp	409.1	41.80
2_1_floorplan	400.3	-
## area by class of cell
class | count | area [µm²] | area share (%)
Sequential cell | 2113 | 63300 | 67.81
Multi-Input combinational cell | 1675 | 18370 | 19.68
Clock buffer | 254 | 5399 | 5.783
Tap cell | 2788 | 3488 | 3.737
Timing Repair Buffer | 169 | 1414 | 1.515
Clock inverter | 128 | 1291 | 1.383
Inverter | 20 | 75.07 | 0.08042
Antenna cell | 5 | 12.51 | 0.01340
## cell families after synthesis
family / synth area share (%)
flip-flops: 75.70
multiplexers: 15.17
AND/OR/NAND/NOR: 2.985
AND-OR/OR-AND: 3.115
buffers and inverters: 2.426
XOR/XNOR: 0.3458
adder cells (fa/ha/maj): 0.2485
other: 0.004486
## sequential cells by signal, summed over array words and instances, names as in the netlist
| register | count |
|---|---|
| packet_counter | 8 |
| lfsr | 14 |
| rd_ptr | 8 |
| dout | 8 |
| buf_mem | 2048 |
| multiplier | 1 |
| wr_ptr | 8 |
| shifted | 1 |
| fifo_counter | 9 |
| delay | 8 |
Power figures rest on the tool's default switching activity, not on a simulated workload.
